$ cat /design/flow/config.mk
export PLATFORM = sky130hd
export DESIGN_NAME = Register
export DESIGN_NICKNAME = Register
export VERILOG_FILES = /design/flow/design.v
export SDC_FILE = /design/flow/constraint.sdc
export NUM_CORES = 4
export LEC_CHECK = 1
export CORE_AREA = 10 10 70 70
export DIE_AREA = 0 0 80 80
$ cat /design/flow/constraint.sdc
current_design Register

set clk_period 1.5
set clk_io_pct 0.2

create_clock -name clk0 -period $clk_period [get_ports {clk}]

set non_clock_inputs [all_inputs -no_clocks]
set_input_delay [expr $clk_period * $clk_io_pct] -clock clk0 $non_clock_inputs
set_output_delay [expr $clk_period * $clk_io_pct] -clock clk0 [all_outputs]
$ cat /design/flow/design.v
module Register #(parameter DATA_WIDTH = 8) (
    input wire clk,
    input wire reset,
    input wire read_enable,
    input wire write_enable,
    input wire [DATA_WIDTH-1:0] write_port_1,
    output wire [DATA_WIDTH-1:0] read_port_1
);
    reg [DATA_WIDTH-1:0] reg_data;
    always @(posedge clk or posedge reset) begin
        if (reset)
            reg_data <= 0;
        else if (write_enable)  
            reg_data <= write_port_1; 
    end
    assign read_port_1 = read_enable ? reg_data : 0;  
endmodule
$ cat /design/flow/run.sh
#!/bin/bash
# OpenROAD 26Q1-2900-gdf79404cd8, Yosys 0.63+post, stock flow scripts
make -C /OpenROAD-flow-scripts/flow DESIGN_CONFIG=/design/flow/config.mk WORK_HOME=/design/flow/orfs finish
==> flow_summary.yaml <==
# physical design summary
yosys:
  ys_types: 5
  top_area_share_pct: 51.9
  ys_top_cells_by_area: "dfrtp_1 52%, mux2_4 31%, and2_1 13%"
  largest_area_cell: "dfrtp_1"
  synth.cell_area_sq_um: 385
  synth_flops: 8
  synth-area-yosys_sq_um: 385
  yosysWarnings: 1
  syn_avg_cell_area_sq_um: 14.8
  yosys.stat.seqShare_pct: 51.9
  yosysCellCount: 26
  synthCells: 26
power_and_ir_drop:
  p_leak_nw: 0.421
  ir_worst_vdd_mv: 0.233
  p_per_area_nw_per_um2: 742
clock_tree:
  cts_sinks: 8
  holdBufCountCts: 0
  cts_tree: "built"
  clock_path_buffers: 2
  cts_buffers: 3
  clkSlewWorstSetupHoldPaths_ns: 0.05
  cts.htree.levels: 1
  clk_latency_ns: 0.24
  cts_root_buf: "clkbuf_4"
layout:
  final_area_sq_um: 746
  fin_util_pct: 21.8
  logic_area_sq_um: 173
  top_regs: "reg_data: 8 flops"
  largest-register: "reg_data"
  largest_reg_flops: 8
  area_delta_synth_final_pct: 93.5
  drive_gt1_share_pct: 39.3
  fillers: 374
  ff_latch_area_sq_um: 200
floorplanning:
  io_pins: 20
  dieArea_sq_um: 6400
  rows: 21
  fp.dieH_um: 80
  core_area_sq_um: 3420
  dieWidth_um: 80
  fp_util_pct: 11.3
setup_path:
  crit_path_end_kind: "output pin"
  crit_arrival_ns: 1.16
  cp_slowest_stage_delay_ns: 0.46
  crit_required_ns: 1.20
  path_class: "flop to output pin"
  start_kind: "flop"
  crit_fanout: 2
  cp_slowest_cell: "clkdlybuf4s50_1"
  critical_path.cell_chain: "and2_1 -> clkdlybuf4s50_1"
run:
  maxCapViolations: 0
  warning_count: 25
placed_design:
  dpl-instance-area_sq_um: 642
  place.gp.congestion: 0.642
  port_buffers: 19
sta:
  timing.final.crit_period_ns: 1.46
  setup_tns_ns: 0
  hold_slack_ns: 0.302
  relSlewSlack_pct: 80.0
  finalSetupViolations: 0
  slew_violations: 0
  max_clock_freq_mhz: 683
  skew_ns: 0
  hold_violations: 0
  worst_pin_slew_ns: 0.300
  min_period_over_period_pct: 97.6
route:
  via_per_inst: 2.90
  drt_drc_violations_left: 0
  totalWireLength_um: 1040
  via_count: 296
  antenna_cells: 0
  drtIter0Drc: 5
  postRouteAntennaNets: 0
  drt-pass1-iter-count: 2
  wl_per_cell_um: 10.2
global_routing:
  grt_pass1_wl_um: 1520
  grtUsageTotal_pct: 3.24
  grt_pass1_vias: 306
  grt_max_degree: 9
  antenna_found_initial: 0
  grt_overflow: 0
outcome:
  status: "completed"
hold_path:
  hp-class: "primary input to asynchronous set/reset pin"
## power breakdown
group	switching [W]	total [W]	internal (W)
clock	0.0000621	0.000153	0.0000908
sequential	0.00000940	0.000247	0.000238
combinational	0.0000362	0.000153	0.000117
total	0.000108	0.000554	0.000446
## metrics by stage
| step | total power (W) | std cells | setup slack (ns) |
|---|---|---|---|
| 2_1_floorplan | 0.000301 | 26 | 0.658 |
| 3_3_place_gp | 0.000377 | 91 | -0.328 |
| 3_5_place_dp | 0.000379 | 91 | -0.357 |
| 4_1_cts | 0.000544 | 96 | 0.00313 |
| 5_1_grt | 0.000592 | 102 | -0.0109 |
| 6_report | 0.000554 | 102 | 0.0361 |
## path summary, 6_finish.rpt
kind / from / slack (ns) / cells past startpoint / to
max: reg_data[4] / 0.04 / 2 / read_port_1[4]
min: reset / 0.30 / 2 / reg_data[0]
max reg2reg: reg_data[3] / 0.52 / 3 / reg_data[3]
min reg2reg: reg_data[7] / 0.51 / 1 / reg_data[7]
max in group asynchronous: reset / 0.97 / 2 / reg_data[5]
min in group clk0: reg_data[7] / 0.51 / 1 / reg_data[7]
## layout by cell type (no fill, tap or decap)
cell type | netlist | routed
clkdlybuf4s50_1 | 0 | 11
mux2_4 | 8 | 8
buf_4 | 0 | 8
dfrtp_1 | 8 | 8
and2_1 | 8 | 7
dlymetal6s2s_1 | 0 | 7
clkbuf_4 | 0 | 3
and2_4 | 0 | 1
inv_1 | 1 | 1
clkdlybuf4s15_2 | 0 | 1
buf_12 | 0 | 1
## routing by layer
layer	part of all wire [%]	vias to the layer above	global-route usage, %
met5	0	-	0
met4	0	0	0.176
met1	42	135	3.45
met3	17	0	3.41
met2	41	17	4.57
li1	-	144	-
## worst max-delay path, delay by kind of cell, from the launching register on
kind	cells	cell delay [ns]
flip-flops	1	0.34
AND/OR/NAND/NOR	1	0.12
buffers and inverters	1	0.46
## synthesized netlist by cell type (all sizes together)
cell type and number:
and2 8, dfrtp 8, buf 1, inv 1, mux2 8
## layout make-up
cell class | instances | share of cell area [%]
timing repair buffer | 28 | 38.8
sequential | 8 | 26.8
multi-input combinational | 16 | 23.2
tap | 46 | 7.72
clock buffer | 3 | 3.02
inverter | 1 | 0.503
## kinds of logic (layout without fill, tap and decap cells)
group	Yosys count	count (layout)	synth area share, %
muxes	8	8	31.2
and+or+nand+nor	8	8	13.0
DFF	8	8	51.9
buffers and inverters	2	32	3.89
## repair_timing
item                                    CTS  global route
buffers inserted                          2             6
gates resized                             3             8
endpoints found under the setup margin    8             8
cloned                                    0             0
Power is estimated from default activity; no workload was simulated.
