===== design/flow/design.v =====
module Q3 #(parameter DATA_WIDTH = 8) (
    input wire clk,
    input wire reset,
    input wire read_enable,
    input wire write_enable,
    input wire [DATA_WIDTH-1:0] write_port_1,
    output wire [DATA_WIDTH-1:0] read_port_1
);
    reg [DATA_WIDTH-1:0] reg_data;
    always @(posedge clk or posedge reset) begin
        if (reset)
            reg_data <= 0;
        else if (write_enable)  
            reg_data <= write_port_1; 
    end
    assign read_port_1 = read_enable ? reg_data : 0;  
endmodule

===== design/flow/run.sh =====
#!/bin/bash
# OpenROAD 26Q1-2900-gdf79404cd8, Yosys 0.63+post, stock flow scripts
make -C /OpenROAD-flow-scripts/flow DESIGN_CONFIG=/design/flow/config.mk WORK_HOME=/design/flow/orfs finish

===== design/flow/config.mk =====
export PLATFORM = sky130hd
export DESIGN_NAME = Q3
export DESIGN_NICKNAME = Q3
export VERILOG_FILES = /design/flow/design.v
export SDC_FILE = /design/flow/constraint.sdc
export NUM_CORES = 4
export LEC_CHECK = 1
export CORE_AREA = 10 10 70 70
export DIE_AREA = 0 0 80 80

===== design/flow/constraint.sdc =====
current_design Q3

set clk_period 1.5
set clk_io_pct 0.2

create_clock -name clk0 -period $clk_period [get_ports {clk}]

set non_clock_inputs [all_inputs -no_clocks]
set_input_delay [expr $clk_period * $clk_io_pct] -clock clk0 $non_clock_inputs
set_output_delay [expr $clk_period * $clk_io_pct] -clock clk0 [all_outputs]

==> flow_metrics.py <==
# Generated from Yosys and OpenROAD reports
metrics = {
    "synthesis": {
        "ys_top_cells_by_area": "dfrtp_1, mux2_4, and2_1, buf_6, inv_1",
        "top_cell_area_share": 0.5195,
        "postSynthSeqShare": 0.5195,
        "synth_cell_type_count": 5,
        "top_area_cell": "dfrtp_1",
        "synth_area_per_cell_um2": 14.82,
        "synthCells": 26,
        "synth_flop_count": 8,
        "yosys_cells": 26,
        "ys_warn_count": 1,
        "ys_chip_area_um2": 385.4,
        "netlist_area_um2": 385.4,
    },
    "critical_path": {
        "cp-startpoint": "reg_data[4]$_DFFE_PP0P_",
        "start_kind": "flip-flop",
        "worstPathMaxFanout": 2,
        "arrival_ns": 1.16,
        "endpoint_kind": "output port",
        "slowest_stage": "clkdlybuf4s50_1",
        "path_class": "flip-flop to output port",
        "cpPeakStageDelay_ns": 0.46,
        "r2r-start": "reg_data[3]$_DFFE_PP0P_",
        "crit_required_ns": 1.20,
        "path_cells": "and2_1 -> clkdlybuf4s50_1",
    },
    "global_route": {
        "track_usage": 0.03237,
        "antenna_found_initial": 0,
        "grt_pass1_vias": 306,
        "grt_max_degree": 9,
        "grt_pass1_wl_um": 1518,
        "grt-ovfl-total": 0,
    },
    "power_and_ir_drop": {
        "p_sw_uw": 107.7,
        "pwr-share-clk": 0.276,
        "sequentialPowerShare": 0.447,
        "p_int_uw": 445.9,
        "power-per-cell-area_nw_per_um2": 742.3,
        "power_uw": 553.5,
        "switching_share": 0.1945,
        "p_leak_nw": 0.4208,
        "ir_drop_v": 0.0002333,
        "pwr-share-comb": 0.277,
    },
    "cells_and_area": {
        "lay_top_cells": "clkdlybuf4s50_1, mux2_4, buf_4, dfrtp_1",
        "area_delta_synth_final_pct": 93.51,
        "regMostFlops": "reg_data",
        "fin_area_um2": 745.7,
        "drive_above_1_share": 0.3929,
        "reg_top3": "reg_data (8)",
        "largest_reg_flops": 8,
        "post-route-util": 0.2183,
        "lay_top_count": "clkdlybuf4s50_1",
    },
    "final_timing": {
        "worst_slew_pin_slew_ns": 0.2995,
        "period_needed_ns": 1.464,
        "finalSetupViolCount": 0,
        "hold_viol": 0,
        "relSlewSlack": 0.8001,
        "max_freq_ghz": 0.6831,
        "finalClockPeriodUsage": 0.9759,
        "worst_hold_slack_ns": 0.3022,
        "clock_skew_ns": 0,
        "fin_setup_tns_ns": 0,
        "slew_violations": 0,
    },
    "routing": {
        "viasPerCell": 2.902,
        "dr.pass1.iters": 2,
        "via_count": 296,
        "drt-initial-drc-count": 5,
        "n_antenna_cell": 0,
        "wl_um": 1039,
        "drc_errors": 0,
        "wl_per_cell_um": 10.19,
        "ant_nets": 0,
    },
    "cts": {
        "tritoncts": "built",
        "clkSinkCount": 8,
        "cts_hold_buf": 0,
        "cts_htree_levels": 1,
        "insertion_delay_ns": 0.24,
        "path_clk_slew_ns": 0.05,
        "cts-root-buf": "clkbuf_4",
        "cts_made_buffers": 3,
        "clockBufferDepth": 2,
    },
    "die": {
        "core_um2": 3416,
        "fp_util": 0.1128,
        "die-area_um2": 6400,
        "dieHeight_um": 80,
        "rows": 21,
        "die-width_um": 80,
        "ioPinCount": 20,
    },
    "placement": {
        "gp_congestion": 0.6419,
        "numPortBuffers": 19,
        "dpl_cell_area_um2": 641.9,
    },
    "run": {
        "warnings": 25,
        "maxCapViolCount": 0,
    },
    "status": {
        "status": "finished, final reports clean",
    },
    "hold_path": {
        "worstHoldPathType": "input port to async pin",
    },
}
==> logic make-up after synthesis <==
group / count (synthesis) / share of synthesized area
muxes: 8 / 0.3117
and+or+nand+nor: 8 / 0.1299
DFF: 8 / 0.5195
buffers and inverters: 2 / 0.03895
==> layer usage <==
metal,vias to the layer above,wire length [um],GRT usage
li1,144,-,-
met1,135,434,0.03446
met2,17,425,0.04575
met3,0,179,0.03409
met4,0,0,0.001761
met5,-,0,0
==> synthesized netlist by cell type <==
master and n:
inv_1 1, mux2_4 8, and2_1 8, dfrtp_1 8, buf_6 1
==> area by class of cell <==
class,count,area (um^2)
flip-flops and latches,8,200.2
multi-input cells,16,172.7
repair buffers,28,289.0
well taps,46,57.56
fillers,374,2670
clock buffers,3,22.52
inverters,1,3.754
==> critical path: cells and delay by family, from the launching register on <==
kind                   cells  cell delay, ns
and+or+nand+nor            1            0.12
buffers and inverters      1            0.46
DFF                        1            0.34
==> final timing paths <==
| check | end | slack, ns | depth (start not counted) |
|---|---|---|---|
| max | read_port_1[4] | 0.04 | 2 |
| min | reg_data[0]$_DFFE_PP0P_ | 0.30 | 2 |
| max reg2reg | reg_data[3]$_DFFE_PP0P_ | 0.52 | 3 |
| min reg2reg | reg_data[7]$_DFFE_PP0P_ | 0.51 | 1 |
| max in group asynchronous | reg_data[5]$_DFFE_PP0P_ | 0.97 | 2 |
| min in group clk0 | reg_data[7]$_DFFE_PP0P_ | 0.51 | 1 |
==> power groups by stage <==
stage	sequential (mW)	clock, mW	combinational (mW)
global route	0.250	0.176	0.166
finish	0.247	0.153	0.153
CTS	0.248	0.160	0.136
==> per-stage QoR <==
stage,setup slack [ns],std cells
after global routing,-0.01086,102
after floorplan,0.6579,26
after CTS,0.003126,96
final,0.03608,102
after global placement,-0.3284,91
after detailed placement,-0.3567,91
==> timing repair <==
| item | in CTS | in global routing |
|---|---|---|
| hold endpoints to repair | 0 | 0 |
| setup buffers | 2 | 6 |
| endpoints found under the setup margin | 8 | 8 |
| resized | 3 | 8 |
Power and IR drop assume default switching activity.
